===== /design/flow/config.mk =====
export PLATFORM = sky130hd
export DESIGN_NAME = seven_seg_disp
export DESIGN_NICKNAME = seven_seg_disp
export VERILOG_FILES = /design/flow/design.v
export SDC_FILE = /design/flow/constraint.sdc
export NUM_CORES = 4
export LEC_CHECK = 1
export CORE_UTILIZATION = 40

===== /design/flow/constraint.sdc =====
current_design seven_seg_disp

set clk_period 7.2
set clk_io_pct 0.2

create_clock -name clk0 -period $clk_period [get_ports {i_clk}]

set non_clock_inputs [all_inputs -no_clocks]
set_input_delay [expr $clk_period * $clk_io_pct] -clock clk0 $non_clock_inputs
set_output_delay [expr $clk_period * $clk_io_pct] -clock clk0 [all_outputs]

===== /design/flow/design.v =====
module seven_seg_disp #(
    parameter           I_CLK_FRQ = 100_000_000,
    parameter           REFRESH = 60,
    parameter           DIGITS = 4
) (
    input               i_clk, 
    input               i_rst,
    input signed [10:0] i_data,
    input               i_en, 
    output  reg [3:0]   o_anodes,
    output wire [6:0]   o_segment
);
    reg                 sign;
    reg         [10:0]  num;
    reg         [1:0]   anode;
    reg         [3:0]   currentNum;
    reg         [10:0]  mod10, mod100, mod1000, pipe_num;
    reg         [3:0]   ones, tens, hundreds, thousands;
    localparam  [3:0]   an_en = {~(DIGITS == 4), ~(DIGITS >= 3), ~(DIGITS >= 2), ~(DIGITS >= 1)};
    wire                display_clk;
    clockdiv #(
        .I_CLK_FRQ(I_CLK_FRQ),
        .FREQUENCY(REFRESH*4)
    ) disp_clk_div (
        .i_clk(i_clk),
        .i_rst(i_rst),
        .o_clk(display_clk)
    );
    DecimalDecoder decode (currentNum, o_segment);
    initial begin
        anode = 2'b00;
        num = 16'b0;
        sign = 0;
    end
    always @ ( posedge i_clk ) begin
        if ( i_rst ) begin
            anode <= 0;
            num <= 0;
            sign <= 0;
        end else if ( display_clk ) begin 
            anode <= anode + 1;
            if ( i_en ) begin 
                if (i_data >= 0) begin
                    num <= i_data;
                    sign <= 0;
                end
                else begin
                    num <= ~i_data + 1;
                    sign <= 1;
                end
            end
            case ( anode )
                2'b00: begin
                    o_anodes <= {3'b111, an_en[0]};
                    currentNum <= ones;
                end
                2'b01: begin
                    o_anodes <= {2'b11, an_en[1], 1'b1};
                    currentNum <= (DIGITS == 1 && sign) ? 4'hf : tens;
                end
                2'b10: begin
                    o_anodes <= {1'b1, an_en[2], 2'b11};
                    currentNum <= (DIGITS == 2 && sign) ? 4'hf : hundreds;
                end
                2'b11: begin
                    o_anodes <= {an_en[3], 3'b111};
                    currentNum <= sign ? 4'hf : thousands;
                end
            endcase
        end else begin
            mod10 <= num % 10;
            mod100 <= num % 100;
            mod1000 <= num % 1000;
            pipe_num <= num;
            ones <= mod10;
            tens <= mod100 / 10;
            hundreds <= mod1000 / 100;
            thousands <= pipe_num / 1000;
        end
    end
endmodule
module DecimalDecoder(bin, cathodes);
    input       [3:0]   bin;
    output  reg [6:0]   cathodes;
    always @* begin
        case ( bin )
            4'd1:       cathodes = 7'b1111001;
            4'd2:       cathodes = 7'b0100100;
            4'd3:       cathodes = 7'b0110000;
            4'd4:       cathodes = 7'b0011001;
            4'd5:       cathodes = 7'b0010010;
            4'd6:       cathodes = 7'b0000010;
            4'd7:       cathodes = 7'b1111000;
            4'd8:       cathodes = 7'b0000000;
            4'd9:       cathodes = 7'b0011000;
            4'hf:       cathodes = 7'b0111111;  
            default:    cathodes = 7'b1000000;
        endcase
    end
endmodule 
module clockdiv #(
    parameter           I_CLK_FRQ = 100_000_000,
    parameter           FREQUENCY = 1  
) (
    input wire          i_rst,
    input wire          i_clk,
    output reg          o_clk
);
    localparam integer  divider = I_CLK_FRQ / FREQUENCY;
    localparam integer  width   = $clog2(divider);
    reg [width-1:0]     counter;
    initial begin
        o_clk = 0;
        counter = 0;
    end
    always @( posedge i_clk ) begin
        if ( i_rst ) begin
            counter <= 0;
            o_clk <= 0;
        end else if ( counter == divider - 1 ) begin
            counter <= 0;
            o_clk <= 1;
        end else begin
            counter <= counter + 1;
            o_clk <= 0;
        end
    end
endmodule

===== /design/flow/run.sh =====
#!/bin/bash
# OpenROAD 26Q1-2900-gdf79404cd8, Yosys 0.63+post, stock flow scripts
make -C /OpenROAD-flow-scripts/flow DESIGN_CONFIG=/design/flow/config.mk WORK_HOME=/design/flow/orfs finish

==> summary.rpt <==
IMPLEMENTATION SUMMARY REPORT
----------------------------------------------------
[Min path]
  Hold Path Stages ........................ 1
  Hold/Removal Path Class ........................ flop to flop

[Yosys]
  Cell type with the highest aggregate area in the netlist ........................ sky130_fd_sc_hd__edfxtp_1
  Library cells used by synthesis ........................ 110
  Biggest area contributors in the synthesized netlist ........................ sky130_fd_sc_hd__edfxtp_1 (19%), sky130_fd_sc_hd__dfxtp_1 (9.7%), sky130_fd_sc_hd__nor2_1 (4.8%), sky130_fd_sc_hd__nand2_1 (4.1%), sky130_fd_sc_hd__a21oi_1 (3.6%)
  Number of synthesized flops with an enable pin ........................ 53
  Most used standard cells in the synthesized netlist ........................ sky130_fd_sc_hd__nor2_1 (107), sky130_fd_sc_hd__nand2_1 (92), sky130_fd_sc_hd__a21oi_1 (61), sky130_fd_sc_hd__edfxtp_1 (53), sky130_fd_sc_hd__o21ai_0 (49)
  Gate count of the mapped netlist ........................ 1037
  Number of standard cells reported by yosys ........................ 1037
  Registers, synthesis ........................ 94
  Average footprint of a synthesized cell ........................ 8.136 sq um
  Warning count from the yosys run ........................ 3
  Dominant cell by count in the synthesized netlist ........................ sky130_fd_sc_hd__nor2_1
  Synth async-reset ratio ........................ 0%
  Area figure in the yosys stat output ........................ 8437 sq um
  Area of the mapped netlist ........................ 8437 sq um
  Yosys top cell area share ........................ 18.86%
  Top flip-flop cell by instance count after synthesis ........................ sky130_fd_sc_hd__edfxtp_1
  Seq share, synth ........................ 28.59%

[Global route]
  GRT Residual Overflow ........................ 0
  GRT Total Usage ........................ 19.67%
  Initial antenna violation count ........................ 0
  Vias in the first global route ........................ 6857
  Global-route wire length before repair ........................ 34.22 mm
  Maximum number of pins on one net before global-route repair ........................ 46

[Critical path]
  Arr. time, crit path ........................ 5.86 ns
  Worst path required time ........................ 7.26 ns
  Startpoint type of the worst setup path ........................ flop
  Crit path cell chain ........................ nor2_1 -> inv_1 -> ha_1 -> nor2b_1 -> maj3_1 -> o21ai_0 -> a31oi_1 -> a211oi_1 -> a311oi_4 -> mux2_2 -> a21oi_4 -> a22oi_1 -> nor4_2 -> or3b_1 -> nor4_1 -> a211oi_1
  Cell class contributing the biggest share of worst-path delay ........................ AND-OR/OR-AND gates
  CP bufs+invs ........................ 1
  Cell with the most instances on the worst path ........................ sky130_fd_sc_hd__a211oi_1
  Depth of the worst register-to-register path ........................ 16
  Total stage count of the critical path ........................ 16
  Start-to-end type of the worst setup path ........................ flop to flop
  Nature of the critical path endpoint ........................ flop
  Slowest CP cell ........................ sky130_fd_sc_hd__dfxtp_1
  Slowest stage delay, CP ........................ 0.73 ns
  Worst Path Max Fanout ........................ 19

[Clock network]
  Post-cts sizing count ........................ 0
  Setup fix buffers added after clock tree synthesis ........................ 0
  H-tree depth ........................ 3
  Total CTS buffers ........................ 9
  CTS root buf ........................ sky130_fd_sc_hd__clkbuf_16
  Clock latency at the later pin of the worst-skew pair ........................ 0.34 ns
  Clk sink count ........................ 94
  CTS Buffer Depth ........................ 2
  # hold bufs at CTS ........................ 0
  Clock slew at the register clock pins of the worst setup and hold paths ........................ 0.07 ns
  CTS tree ........................ yes

[Placement]
  Estimated wirelength of the detail-placed design ........................ 15.17 mm
  Routability cong. ........................ 0.9171
  Placed cell count ........................ 1293
  Worst setup slack before clock tree synthesis ........................ 1.529 ns
  Placed standard-cell area ........................ 8884 sq um
  Port-buffer cells ........................ 24

[Final timing]
  Rel. slew slack ........................ 40.28%
  Maximum clock frequency ........................ 0.1725 GHz
  Worst clock skew on the final layout ........................ 0.009407 ns
  Final critical path time including I/O delays and setup ........................ 5.797 ns
  Transition time at the pin with the least slew margin ........................ 0.8958 ns
  Minimum setup slack in the final design ........................ 1.403 ns
  Fin. max-slew vios ........................ 0
  Setup TNS ........................ 0 ns
  Final count of negative-setup-slack endpoints ........................ 0
  Setup repair after global routing missed its margin ........................ false
  Fin. Hold Viols ........................ 0
  Tcrit/Tclk final ........................ 80.51%
  Hold Slack ........................ 0.4684 ns

[Detailed routing]
  Final routed DRC violation total ........................ 0
  Diode insertion count for antenna repair ........................ 0
  Detailed-route via count ........................ 7767
  DR pass1 iterations ........................ 7
  Iteration-0 DRC count of the detailed router ........................ 672
  Total routed wirelength ........................ 20.65 mm
  Via density ........................ 5.934
  Average routed wire per standard cell ........................ 15.78 um
  Count of antenna-violating nets left after detailed routing ........................ 0

[Finish]
  Post-Layout Cell Count ........................ 1309
  Area overhead of the layout relative to synthesis ........................ 9.210%
  Fill cell total of the finished layout ........................ 2002
  Fraction of final layout cells sized beyond drive strength 1 ........................ 8.566%
  Final non-filler cell area ........................ 9214 sq um
  Core occupancy in the finished layout ........................ 45.10%

[Power and ir drop]
  Power density normalized to cell area ........................ 137.0 nW/um^2
  Static leakage ........................ 3.192 nW
  Overall power ........................ 1.262 mW
  Worst-case vdd ir drop ........................ 0.1049 mV

[Floorplan]
  Top Ports ........................ 25
  Width of the die ........................ 147.2 um
  Chip Area ........................ 21680 sq um
  Core box area ........................ 20430 sq um
  Row count ........................ 52
  Effective utilization at floorplan ........................ 41.30%
  Height of the die ........................ 147.2 um

[Flow run]
  Max-capacitance violation count ........................ 0
  Number of warning messages in the logs ........................ 34

[Status]
  Result of the run ........................ finished clean

----------------------------------------------------
## logic make-up after synthesis
group                      count (synthesis)  synth area share (%)
AOI/OAI and AO/OA                        344                 30.08
xor gates and xnor gates                  51                 5.457
adders and majority gates                 27                 3.767
buffers and inverters                     94                 4.953
DFF                                       94                 28.59
muxes                                     20                 2.595
and+or+nand+nor                          407                 24.56
## flip-flops by register name (all words and copies together) (netlist names)
name / cells
disp_clk_div.counter: 19
num: 11
mod100: 10
mod1000: 9
pipe_num: 8
o_segment: 7
currentNum: 4
hundreds: 4
mod10: 4
o_anodes: 4
ones: 4
tens: 4
anode: 2
thousands: 2
disp_clk_div.o_clk: 1
sign: 1
## report_power, final
part           switching, mW  internal [mW]
registers             0.0138          0.581
logic                  0.102         0.0673
clock network          0.199          0.300
total                  0.314          0.948
## cell usage in the layout (no fill, tap or decap), drive strengths merged, types with 17 or more instances in the layout
cell type / synthesis / layout
a211oi: 29 / 29
a21oi: 64 / 64
a31oi: 26 / 26
buf: 26 / 17
clkdlybuf4s50: 0 / 24
dfxtp: 41 / 41
edfxtp: 53 / 53
ha: 19 / 19
inv: 36 / 38
nand2: 92 / 92
nand3: 38 / 38
nor2: 108 / 108
nor3: 34 / 34
o211ai: 18 / 18
o21ai: 57 / 57
o31ai: 20 / 20
or3: 18 / 18
xnor2: 29 / 29
xor2: 21 / 21
## cell type report
cell class | count | area [sq um] | area share (%)
clock buffers | 12 | 300.3 | 3.259
clock inverters | 4 | 30.03 | 0.3259
inverters | 39 | 146.4 | 1.589
multi-input cells | 849 | 5619 | 60.99
flip-flops and latches | 94 | 2412 | 26.18
well taps | 270 | 337.8 | 3.666
repair buffers | 41 | 367.9 | 3.992
## path summary, 6_finish.rpt
path                           start                 endpoint  slack [ns]
max                           num[8]                 mod10[1]        1.40
min          disp_clk_div.counter[0]  disp_clk_div.counter[0]        0.47
max reg2reg                   num[8]                 mod10[1]        1.40
min reg2reg  disp_clk_div.counter[0]  disp_clk_div.counter[0]        0.47
## per-layer routing
metal | global-route usage (%) | wire (um)
met2 | 29.95 | 9274
met5 | 0 | 0
met4 | 3.763 | 372
met3 | 3.043 | 991
met1 | 30.38 | 10020
Power is estimated from default activity; no workload was simulated.
